$ cat flow/design.v
`timescale 1ns / 1ps
module DigitalClock(
    input clk_i,  
    input reset_n_i,
    input [1:0] h_i1,
    input [3:0] h_i2, m_i1, m_i2,
    input load_time_n_i, load_alarm_n_i, stop_alarm_n_i, alarm_on_n_i,
    output [1:0] h_o1,
    output [3:0] h_o2, m_o1, m_o2, s_o1, s_o2,
    output reg alarm_n_o
);
    reg [1:0] alarm_h_1;
    reg [3:0] alarm_h_2, alarm_m_1, alarm_m_2;
    reg [1:0] current_time_h_1;
    reg [3:0] current_time_h_2, current_time_m_1, current_time_m_2, current_time_s_1, current_time_s_2;
    always @(posedge clk_i, negedge reset_n_i) begin
        if(~reset_n_i) begin
            alarm_h_1 <= 2'd0;
            alarm_h_2 <= 4'd0;
            alarm_m_1 <= 4'd0;
            alarm_m_2 <= 4'd0;
            current_time_h_1 <= 2'd0;
            current_time_h_2 <= 4'd0;
            current_time_m_1 <= 4'd0;
            current_time_m_2 <= 4'd0;
            current_time_s_1 <= 4'd0;
            current_time_s_2 <= 4'd0;
        end
        else begin
            if(~load_time_n_i) begin
                current_time_h_1 <= h_i1;
                current_time_h_2 <= h_i2;
                current_time_m_1 <= m_i1;
                current_time_m_2 <= m_i2;
                current_time_s_1 <= 4'd0;
                current_time_s_2 <= 4'd0;
            end
            else begin
                if(~load_alarm_n_i) begin
                    alarm_h_1 <= h_i1;
                    alarm_h_2 <= h_i2;
                    alarm_m_1 <= m_i1;
                    alarm_m_2 <= m_i2;
                end
                current_time_s_2 <= current_time_s_2 + 4'd1;
                if(current_time_s_2 == 4'd9) begin
                    current_time_s_2 <= 4'd0;
                    current_time_s_1 <= current_time_s_1 + 4'd1;
                    if(current_time_s_1 == 4'd5) begin
                        current_time_s_1 <= 4'd0;
                        current_time_m_2 <= current_time_m_2 + 4'd1;
                        if(current_time_m_2 == 4'd9) begin
                            current_time_m_2 <= 4'd0;
                            current_time_m_1 <= current_time_m_1 + 4'd1;
                            if(current_time_m_1 == 4'd5) begin
                                current_time_m_1 <= 4'd0;
                                current_time_h_2 <= current_time_h_2 + 4'd1;
                                if((current_time_h_2 == 4'd9 && current_time_h_1 <= 4'd1) || (current_time_h_2 == 4'd4 && current_time_h_1 == 4'd2)) begin
                                    current_time_h_2 <= 4'd0;
                                    current_time_h_1 <= current_time_h_1 + 4'd1;
                                    if(current_time_h_1 == 4'd2) begin
                                        current_time_h_1 <= 4'd0;
                                    end
                                end
                            end
                        end
                    end
                end
            end
        end
    end
    always @(posedge clk_i, negedge reset_n_i) begin
        if(~reset_n_i) begin
            alarm_n_o <= 1'b1;
        end
        else begin
            if(({current_time_h_1, current_time_h_2, current_time_m_1, current_time_m_2} == {alarm_h_1, alarm_h_2, alarm_m_1, alarm_m_2}) && ~alarm_on_n_i) begin
                alarm_n_o <= 1'b0;
            end
            if(~stop_alarm_n_i) begin
                alarm_n_o <= 1'b1;
            end
        end
    end
    assign h_o1 = current_time_h_1;
    assign h_o2 = current_time_h_2;
    assign m_o1 = current_time_m_1;
    assign m_o2 = current_time_m_2;
    assign s_o1 = current_time_s_1;
    assign s_o2 = current_time_s_2;
endmodule
$ cat flow/run.sh
#!/bin/bash
# OpenROAD 26Q1-2900-gdf79404cd8, Yosys 0.63+post, stock flow scripts
make -C /OpenROAD-flow-scripts/flow DESIGN_CONFIG=/design/flow/config.mk WORK_HOME=/design/flow/orfs finish
$ cat flow/config.mk
export PLATFORM = sky130hd
export DESIGN_NAME = DigitalClock
export DESIGN_NICKNAME = DigitalClock
export VERILOG_FILES = /design/flow/design.v
export SDC_FILE = /design/flow/constraint.sdc
export NUM_CORES = 4
export LEC_CHECK = 1
export CORE_UTILIZATION = 40
$ cat flow/constraint.sdc
current_design DigitalClock

set clk_period 5.1
set clk_io_pct 0.2

create_clock -name clk0 -period $clk_period [get_ports {clk_i}]

set non_clock_inputs [all_inputs -no_clocks]
set_input_delay [expr $clk_period * $clk_io_pct] -clock clk0 $non_clock_inputs
set_output_delay [expr $clk_period * $clk_io_pct] -clock clk0 [all_outputs]
==> impl_metrics.ini <==
; physical design summary
[global_routing]
grt_max_degree = 38
grt-ovfl-total = 0
grt_pass1_vias = 1691
antenna_found_initial = 0
grt_pass1_wl_mm = 7.85
grt.total_usage = 0.191

[timing]
hold-worst-slack_ns = 0.480
fmax_ghz = 0.391
period_minus_slack_ns = 2.56
finalSetupViolCount = 0
fin_setup_tns_ns = 0
rsz0062_at_grt = false
slew_violations = 0
fin_crit_sh = 0.501
hold_violations = 0
max_slew.worst_pin.slew_ns = 0.746
skew_ns = 0.0128
slew-limit-headroom = 0.503

[hold_path]
worstHoldStart = alarm_n_o
whs_path_depth = 2
hp-class = flop to flop
hold_end = alarm_n_o

[floorplanning]
core_area_um2 = 4880
die_h_um = 74.2
io_pins = 43
fp_util = 0.427
die_w_um = 74.2
die-area_um2 = 5510
num_rows = 25

[critical_path]
r2r_cells = 7
cp-end-kind = flop
crit_required_ns = 5.26
timing.critical_path.slowest_stage_cell = a21oi_2
arrival_ns = 2.72
r2r_start = current_time_s_2[1]
worstSetupStartpointType = input port
critPathKind = input port to flop
crit_fanout = 24
critPathMaxStageDelay_ns = 0.43
r2r_end = current_time_h_1[1]
r2r_slack_ns = 2.90
crit_chain = clkdlybuf4s50_1, buf_4, o31a_4, a21oi_2, nand2_1, mux2_4

[clock_network]
clock_latency_ns = 0.29
ctsLongestPathBuffers = 2
cts_root_buf = clkbuf_8
clock_sinks = 37
htreeDepth = 2
cts-hold-fix-buffers = 0
post_cts_buffers = 0
cts_tree = done
cts-buffers-inserted = 5
path_clk_slew_ns = 0.08
cts_resized = 0

[placed_design]
globalplace.congestion = 0.779
detailed_place_hpwl_mm = 3.29
io_buffer_count = 42

[pwr]
leakage_nw = 1.20
power.share.clock = 0.317
powerDensity_nw_per_um2 = 312
switchingPower_mw = 0.236
swShare = 0.284
irDropWorstVdd_uv = 181
internal-power_mw = 0.595
power.sequential.fraction = 0.464
combPwrFrac = 0.219

[yosys]
syn_area_per_cell_um2 = 9.19
synth.yosys.seq_area_share = 0.445
yosys_area_um2 = 2090
ys_cells = 227
ys_ff = 37
syn-instance-count = 227
flop_cell = dfrtp_1
async_flop_share = 1.00
netlist.area_leader.share = 0.432
top_area_cell = dfrtp_1
edf_count = 0
synth_warnings = 1
synth_area_um2 = 2090
synthTopCellsByArea = dfrtp_1, nand2_1, xor2_1, ha_1, o21ai_0
yosysUniqueCellTypes = 47

[detailed_routing]
drt-initial-drc-count = 94
dr.pass1.iters = 4
viasPerCell = 5.19
route.detailed.drc = 0
drtAntennaViolNets = 0
n_antenna_cell = 0
drt-wirelength-per-cell_um = 14.2
vias = 1744
routed_wl_mm = 4.76

[outcome]
status = finished clean

[flow_run]
maxCapViolations = 0
warning_count = 29

[cells_and_area]
syn2layout_area_growth_pct = 27.7
drive_gt1_frac = 0.0855
fillers = 452
[Yosys cell counts (all sizes together), types with 2 or more instances]
master and instances:
nand2 46, dfrtp 36, o21ai 20, inv 17
xor2 12, nand3 10, nor2 9, a21oi 8
ha 7, buf 6, clkbuf 4, nor4 4
xnor2 4, a22oi 3, o21a 3, o221ai 3
o22ai 3, a22o 2, and4bb 2, mux2i 2
nand2b 2, nand3b 2, nand4 2, nor3 2
o211ai 2, o32ai 2, or2 2
[final cells by class]
type,count,area [um2],area share
clock buffer,6,82.6,0.0310
clock inverter,2,37.5,0.0141
inverter,17,63.8,0.0240
multi-input combinational,163,1040,0.390
sequential,37,927,0.348
tap,67,83.8,0.0315
timing repair buffer,44,430,0.162
[kinds of logic after synthesis]
group | synth area share
DFF | 0.445
buffers and inverters | 0.0582
muxes | 0.0168
AOI/OAI and AO/OA | 0.167
xor gates and xnor gates | 0.0672
adders and majority gates | 0.0420
and+or+nand+nor | 0.205
[registers in the layout, indices dropped and copies added (netlist names), 2 cells and up]
register and cells:
alarm_h_1 2, current_time_s_1 4, current_time_h_1 2, current_time_m_2 4
current_time_m_1 4, current_time_h_2 4, alarm_m_1 4, current_time_s_2 4
alarm_h_2 4, alarm_m_2 4
[worst max-delay path by stage]
stage                          from             endpoint  slack [ns]  cells past startpoint
after CTS             load_time_n_i  current_time_h_1[1]        2.54                      6
after global routing  load_time_n_i         alarm_m_2[2]        2.44                      6
final                 load_time_n_i  current_time_h_1[1]        2.54                      6
[metal layers]
metal | GRT usage | share of wire
met5 | 0 | 0
met4 | 0.0440 | 0.017
met3 | 0.0316 | 0.053
met2 | 0.297 | 0.46
met1 | 0.291 | 0.46
[power groups by stage]
stage,combinational [mW],sequential [mW],clock [mW]
finish,0.182,0.386,0.263
CTS,0.185,0.386,0.271
global route,0.208,0.393,0.279
[per-stage QoR]
step	total power [mW]	utilization	instance area [um2]	instances	worst slack, ns
after floorplan	0.481	-	2090	227	3.23
after global placement	0.575	0.521	2540	328	2.27
after detailed placement	0.575	0.521	2540	328	2.24
after CTS	0.842	0.546	2660	336	2.54
after global routing	0.880	0.546	2660	336	2.44
final	0.831	0.546	2660	336	2.54
[worst max-delay path, delay by kind of cell]
family | cells | cell delay, ns
multiplexers | 1 | 0.31
buffers and inverters | 2 | 0.62
AND/OR/NAND/NOR | 1 | 0.13
AND-OR/OR-AND | 2 | 0.63
[cells in the final DEF, fill, tap and decap left out, types with 2 or more instances in the layout]
cell type        count
nand2_1             46
clkdlybuf4s50_1     41
dfrtp_1             36
inv_1               17
o21ai_0             16
xor2_1              12
nor2_1               9
nand3_1              9
a21oi_1              7
ha_1                 7
clkbuf_8             6
xnor2_1              4
o22ai_1              3
nor4_1               3
a22oi_1              3
o221ai_1             3
o21a_1               3
nand2b_1             2
o21ai_1              2
or2_2                2
nand4_1              2
o32ai_1              2
o21ai_2              2
a22o_1               2
o211ai_1             2
mux2i_1              2
nor3_1               2
buf_4                2
No activity file was given, so power comes from the tool's default toggle rates.
